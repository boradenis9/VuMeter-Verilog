`/design/flow/config.mk`:
```
export PLATFORM = sky130hd
export DESIGN_NAME = counter8
export DESIGN_NICKNAME = counter8
export VERILOG_FILES = /design/flow/design.v
export SDC_FILE = /design/flow/constraint.sdc
export NUM_CORES = 4
export LEC_CHECK = 1
export CORE_AREA = 10 10 70 70
export DIE_AREA = 0 0 80 80
```
`/design/flow/constraint.sdc`:
```
current_design counter8

set clk_period 1.5
set clk_io_pct 0.2

create_clock -name clk0 -period $clk_period [get_ports {clk}]

set non_clock_inputs [all_inputs -no_clocks]
set_input_delay [expr $clk_period * $clk_io_pct] -clock clk0 $non_clock_inputs
set_output_delay [expr $clk_period * $clk_io_pct] -clock clk0 [all_outputs]
```
`/design/flow/design.v`:
```
module counter8( clk, rst, enable, count );
input clk, rst, enable;
output [3:0] count;
reg [3:0] count_ff, count_nxt;
assign count = count_ff;
always @ (*) begin 
count_nxt = count_ff;
if( enable ) count_nxt = count_ff + 1'b1;
if(count_ff== 'd8) count_nxt='d0;
end
always @ (posedge clk or negedge rst) begin 
      if (!rst) begin
      	count_ff <= 4'b0;
      end 
      else begin
           count_ff <= count_nxt;
      end
 end
endmodule
```
`/design/flow/run.sh`:
```
#!/bin/bash
# OpenROAD 26Q1-2900-gdf79404cd8, Yosys 0.63+post, stock flow scripts
make -C /OpenROAD-flow-scripts/flow DESIGN_CONFIG=/design/flow/config.mk WORK_HOME=/design/flow/orfs finish
```
==> summary.txt <==
run results: status complete, no violations, top cell type by total area after synthesis sky130_fd_sc_hd__dfrtp_1, number of placement rows 21, post-synthesis cell type count 13, remaining max-slew budget at the tightest pin around 86%, DR vias around 190, number of H-tree levels 1, insertion delay of the later-clocked pin in the worst-skew pair 230 ps, minimum period implied by the final worst setup slack 1410 ps, portion of the post-synthesis area used by sequential elements 46.2%, crit path from count_ff[1], FP Core Util 6.34%, total internal power 0.428 mW, average cell area after synthesis 10.8 um2, number of fill cells 404, number of hold buffers added after cts 0, fmax 0.711 GHz, switching power summed over all nets between 0.15 and 0.2 mW, element type at the critical path end primary output, Crit Path Category register to primary output, top-area cell type share of the netlist area 46.2%, register ranked first by flip-flop count count_ff, number of detailed-routing iterations run before antenna repair 2, CP arrival roughly 1100 ps, CTS buffer count 3, CP Launch Type register, number of design-rule violations left by the first detailed-router iteration 11, unrepaired setup endpoints after global routing false, number of flip-flops in the largest register 4, library cell with the highest instance count after synthesis sky130_fd_sc_hd__dfrtp_1, Worst Skew 3.55 ps, # DRC 0, number of sinks driven by the clock tree 4, maximum VDD drop between 0.3 and 0.4 mV, Layout Cell Area excl Fill 382 um2, met2 Resource Use GR under 10%, clock tree root driver cell sky130_fd_sc_hd__clkbuf_4, via count of the first global-routing pass 182, I/O pin cnt 7, final slew viol count 0, YS chip area between 200 and 250 um2, Remaining Overflow, GRT 0, combined buffer and inverter count along the critical path 1, global router's overall resource usage under 10%, Global Route met3 Usage 2.50%, total number of yosys warnings 1, die outline height 80 um, Leak Pwr roughly 0.16 nW, met1 track demand over resource in global routing 2.00%, Cells after Synth 20, count of instantiated cells in the yosys netlist 20, half-perimeter wire length of the detailed placement result 430 um, detail-routed net length per standard cell between 7 and 8 um, clock buffer depth 2, Top cells by area sky130_fd_sc_hd__dfrtp_1, sky130_fd_sc_hd__ha_1, sky130_fd_sc_hd__a21o_2, sky130_fd_sc_hd__xnor2_1, sky130_fd_sc_hd__and3b_1, Overall Power 0.614 mW, relative contribution of combinational cells to total power around 42%, total detailed-routing wirelength 549 um, first-pass GRT wire length around 900 um, startpoint of the worst register-to-register path count_ff[1], switching portion of total power between 30% and 40%, number of enable flip-flop cells 0, P&R area growth vs syn 76.3%, busiest layer in global routing met2, critical path's largest stage delay 480 ps, total negative slack 0 ps, diode insertion count for antenna repair 0, portion of total power attributed to the clock network between 20% and 30%, post-detailed-placement cell area 342 um2, Worst Tran Pin Value between 200 and 250 ps, Period Utilization, post-route around 94%, TritonCTS clock tree done, Largest regs count_ff: 4 flops, share of cells above drive strength 1 31.3%, count of max-cap constraint violations 0, Crit-path slowest cell sky130_fd_sc_hd__clkdlybuf4s50_1, clock-pin slew on the worst setup and hold paths approximately 40 ps, Commonest cells post-synth sky130_fd_sc_hd__dfrtp_1, sky130_fd_sc_hd__a21o_2, sky130_fd_sc_hd__ha_1, sky130_fd_sc_hd__inv_1, sky130_fd_sc_hd__xnor2_1, Primary FF master, synth sky130_fd_sc_hd__dfrtp_1, FFs w/ async S/R, synth approximately 100%, final hold violations 0, number of port buffers 6, total standard cell area after synthesis 216 um2, data required time at the worst endpoint 1200 ps, chain of cells forming the critical path clkdlybuf4s50_1, Cell Pwr Density 1610 nW/um2, mean number of vias per cell 2.40, Tool Warnings 26, family with the most delay on the worst path buffers and inverters, portion of total power attributed to sequential cells 36.7%, remaining antenna violation count after routing 0, # setup viols final 0, Core ar. roughly 3400 um2, worst hold slack 269 ps, number of antenna violations at the first check in global routing 0, width of the die 80 um, pin count of the biggest net entering global routing 7, class of the worst hold path primary input to async pin, final weighted congestion of routability-driven global placement around 0.6, die area ~6400 um2, critical path fanouts, max 4, number of flip-flops and latches in the synthesized netlist 4
-- routing by layer --
metal,up-vias,share of wire [%]
li1,93,-
met1,87,41
met2,7,41
met3,0,17
met4,0,0
met5,-,0
-- path summary, 6_finish.rpt --
path / slack, ps / cells after the start / end
worst max-delay path: 90 / 1 / count[1]
worst min-delay path: 270 / 1 / count_ff[1]
worst max register to register: 250 / 5 / count_ff[1]
worst min register to register: 550 / 1 / count_ff[3]
max in group asynchronous: 1050 / 1 / count_ff[2]
min in group clk0: 550 / 1 / count_ff[3]
-- power by group through the flow --
stage,logic [mW],clock network [mW],registers (mW)
after CTS,0.245,0.138,0.223
after global routing,0.293,0.152,0.237
final,0.259,0.130,0.225
-- metrics by stage --
step	utilization, %	setup WS, ps	std cells
floorplan	-	341	20
finish	11.2	94.3	78
global placement	10.0	117	73
global route	11.2	30.5	78
detailed placement	10.0	108	73
CTS	10.7	25.7	76
-- final cells by class --
cell class                 count  area, um2  share of cell area, %
sequential                     4        103                   26.9
multi-input combinational     14        109                   28.5
tap                           46       57.6                   15.1
clock buffer                   3       22.5                   5.90
timing repair buffer           9       82.6                   21.6
inverter                       2       7.51                   1.97
-- what timing repair did --
| action | 4_1_cts | 5_1_grt |
|---|---|---|
| setup buffers | 0 | 2 |
| setup endpoints to repair | 0 | 3 |
| resized | 0 | 2 |
-- logic make-up (layout without fill, tap and decap cells) --
logic type / count (synthesis) / count (layout) / share of synthesized area [%]
buf+inv: 2 / 14 / 3.47
simple gates: 5 / 5 / 13.3
fa+ha+maj: 2 / 2 / 11.6
compound gates: 5 / 5 / 17.3
xor+xnor: 2 / 2 / 8.09
flops: 4 / 4 / 46.2
-- cell usage in the layout, fill, tap and decap left out --
master                            synthesis  layout
sky130_fd_sc_hd__ha_1                     2       2
sky130_fd_sc_hd__a21o_2                   2       2
sky130_fd_sc_hd__inv_1                    2       2
sky130_fd_sc_hd__dfrtp_1                  4       2
sky130_fd_sc_hd__nand2_1                  1       1
sky130_fd_sc_hd__nand3_1                  1       1
sky130_fd_sc_hd__buf_4                    0       3
sky130_fd_sc_hd__nor3b_1                  1       1
sky130_fd_sc_hd__o21ai_0                  1       1
sky130_fd_sc_hd__and3b_1                  1       1
sky130_fd_sc_hd__a211oi_1                 1       1
sky130_fd_sc_hd__o31ai_1                  1       1
sky130_fd_sc_hd__clkbuf_4                 0       3
sky130_fd_sc_hd__dfrtp_2                  0       2
sky130_fd_sc_hd__nor2_1                   1       1
sky130_fd_sc_hd__xnor2_1                  2       2
sky130_fd_sc_hd__clkdlybuf4s50_1          0       6
Power is estimated from default activity; no workload was simulated.
