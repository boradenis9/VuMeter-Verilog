==> design/flow/design.v <==
module ClockGen( clk, rst_, Uclk );
input clk, rst_;
output Uclk;
parameter a=0;
parameter b=0;
parameter c=a/b;
parameter Olength=0;
reg Uclk_ff;
reg Uclk_nxt;
wire[Olength-1:0] cnt_o;
paramCounter #(.Olength(Olength),.modO(c)) c1(.clk(clk),.rst(rst_),.enable(1),.count(cnt_o));
assign Uclk=Uclk_ff;
always @ (*) begin
Uclk_nxt=Uclk_ff;
if(cnt_o==c-1)
	Uclk_nxt='b1;
else Uclk_nxt='b0;
end
always @ (posedge clk or negedge rst_) begin 
      if (!rst_) begin
      	Uclk_ff <= 'b0;
      end 
      else begin
           Uclk_ff <= Uclk_nxt;
      end
 end
endmodule
module Vga(clk,rst_,hs,vs,R,G,B);
input clk, rst_;
output [2:0]R,G;
output [1:0]B;
output hs, vs;
wire Uclk;
VgaStart a(.clk(Uclk),.rst_(rst_),.hs(hs),.vs(vs),.R(R),.G(G),.B(B));
ClockGen #(.a(100000000),.b(25000000),.Olength(2)) DUT(.clk(clk),.rst_(rst_),.Uclk(Uclk));
endmodule
module VgaStart #(parameter H_Rez=640, parameter V_Rez=480) ( clk, rst_, hs, vs, R, G, B);
input clk, rst_;
output [2:0]R, G;
output [1:0]B;
output hs, vs;
localparam SHFP = 3'd0;
localparam SHSYNC = 3'd1;
localparam SHBP = 3'd2;
localparam SHDISP = 3'd3;
localparam SVFP = 3'd4;
localparam SVSYNC = 3'd5;
localparam SVBP = 3'd6;
localparam SVDISP = 3'd7;
localparam HFP = 16; 
localparam HSYNC = 96;
localparam HBP = 48; 
localparam HFULL = 800;
localparam VFP = 10;
localparam VSYNC = 2;
localparam VBP = 33;
localparam VFULL = 525;
reg [2:0]st0_ff, st0_nxt, st1_ff, st1_nxt;
reg hs_ff, hs_nxt, vs_ff, vs_nxt;
reg [2:0]R_ff,G_ff,R_nxt,G_nxt;
reg [1:0]B_ff,B_nxt;
assign hs=hs_ff;
assign vs=vs_ff;
assign R=R_ff;
assign G=G_ff;
assign B=B_ff;
reg [9:0]h_count_ff, v_count_ff, h_count_nxt, v_count_nxt;
reg active_ff, active_nxt;
reg [9:0]x_ff, x_nxt;
reg [8:0]y_ff, y_nxt;
always @ (*) 
begin
R_nxt = R_ff;
B_nxt = B_ff;
G_nxt = G_ff;
x_nxt = x_ff;
y_nxt = y_ff;
active_nxt = active_ff;
hs_nxt = hs_ff;
vs_nxt = vs_ff;
h_count_nxt = h_count_ff;
v_count_nxt = v_count_ff;
    case(st0_ff)
        SHFP:   begin
                    h_count_nxt = h_count_ff + 1;  
                    if(h_count_ff == HFP-1)
                        begin   
                            st0_nxt = SHSYNC;
                            hs_nxt = 1;
                        end
                    else 
                        st0_nxt = SHFP;
                end
        SHSYNC: begin   
                    h_count_nxt = h_count_ff +1;
                    if ( h_count_ff == HFP+HSYNC-1 )
                        begin
                            st0_nxt = SHBP;
                            hs_nxt = 0;
                        end
                    else
                        st0_nxt = SHSYNC;
                end
        SHBP:   begin
                    h_count_nxt = h_count_ff +1;
                    if( h_count_ff == HFP+HSYNC+HBP-1 )
                        begin
                            st0_nxt = SHDISP;
                            active_nxt = 1;
                            G_nxt = 'b011;
                        end
                    else
                        st0_nxt = SHBP;        
                end
        SHDISP: begin
                    h_count_nxt = h_count_ff+1;
                    x_nxt = x_ff + 1;
                    if( h_count_ff == 799 )
                        begin
                            st0_nxt = SHFP;
                            active_nxt = 0;
                            if(y_ff == 479)
                              y_nxt = y_ff;
                            else 
                              y_nxt=y_ff+1;
                            if(v_count_ff == 524)
                              begin
                              v_count_nxt = 0;
                              y_nxt=0;
                              end
                            else
                              begin
                              v_count_nxt = v_count_ff + 1;
                              end
                            x_nxt = 0;
                            h_count_nxt = 0;
                        end
                    else
                        st0_nxt = SHDISP;
                end
    endcase
    case(st1_ff)
        SVDISP: begin
                if(y_ff == 479)
                  y_nxt = y_ff;
                if( v_count_ff == 480 )
                    begin
                        st1_nxt = SVFP;
                        active_nxt = 0;
                    end
                else
                    st1_nxt = SVDISP;
                end
        SVFP:   begin
                    active_nxt = 0;
                    if( v_count_ff == 480+VFP)
                        begin    
                            st1_nxt=SVSYNC;
                            vs_nxt = 1;
                        end
                    else
                        st1_nxt = SVFP;
                end
        SVSYNC: begin
                    active_nxt = 0;
                    if( v_count_ff == 480+VFP+VSYNC )
                        begin
                            st1_nxt = SVBP;
                            vs_nxt = 0;
                        end
                    else
                        st1_nxt = SVSYNC;
                end
        SVBP:   begin
                    active_nxt = 0;
                    if( v_count_ff == 0)
                        begin
                            st1_nxt = SVDISP;
                            y_nxt = 0;
                            v_count_nxt = 0;
                        end
                    else 
                        st1_nxt = SVBP;
                end
    endcase
   if(active_ff)
     R_nxt =0;
   else 
   begin
    R_nxt =0 ;
    G_nxt =0 ;
    B_nxt =0 ; 
  end
    if(y_ff >=0 && y_ff <80 && active_ff)
     begin 
       R_nxt = 'b111;
       G_nxt = 0;
       B_nxt = 0;
     end
    if(y_ff >=80 && y_ff <160 && active_ff)
     begin 
       R_nxt = 'b111;
       G_nxt = 'b011;
       B_nxt = 0;
     end 
    if(y_ff >=160 && y_ff <240 && active_ff)
     begin 
       R_nxt = 'b111;
       G_nxt = 'b111;
       B_nxt = 0;
     end 
    if(y_ff >=240 && y_ff <320 && active_ff)
     begin 
       R_nxt = 0;
       G_nxt = 'b011;
       B_nxt = 0;
     end  
    if(y_ff >=320 && y_ff <400 && active_ff)
     begin 
       G_nxt = 0;
       R_nxt = 0;
       B_nxt = 'b11;
     end 
    if(y_ff >=400 && y_ff <480 && active_ff)
     begin 
       R_nxt = 'b011;
       B_nxt = 'b01;
       G_nxt =0;
    end 
end
always @ (posedge clk or negedge rst_)
    begin 
        if(!rst_)
            begin 
                R_ff <= 0;
                G_ff <= 0;
                B_ff <= 0;
                hs_ff <= 0;
                vs_ff <= 0;
                h_count_ff <= 0;
                v_count_ff <= 0;
                active_ff <= 0;
                x_ff <= 0;
                y_ff <= 0;
                st0_ff <= SHFP;
                st1_ff <= SVDISP;
            end
        else 
            begin 
                R_ff <= R_nxt;
                G_ff <= G_nxt;
                B_ff <= B_nxt;
                x_ff <= x_nxt;
                y_ff <= y_nxt;
                active_ff <= active_nxt;
                h_count_ff <= h_count_nxt;
                v_count_ff <= v_count_nxt;
                hs_ff <= hs_nxt;
                vs_ff <= vs_nxt;
                st0_ff <= st0_nxt;
                st1_ff <= st1_nxt;
            end
    end
endmodule 
module paramCounter ( clk, rst, enable, count );
parameter Olength=0;
parameter modO=0;
parameter iv={Olength{1'b0}};
input clk, rst, enable;
output [Olength:0] count;
reg [Olength:0] count_ff, count_nxt;
assign count = count_ff;
always @ (*) begin 
count_nxt = count_ff;
if( enable ) count_nxt = count_ff + 1'b1;
if(count_ff== modO-1) count_nxt='d0;
end
always @ (posedge clk or negedge rst) begin 
      if (!rst) begin
      	count_ff <= iv;
      end 
      else begin
           count_ff <= count_nxt;
      end
 end
endmodule
==> design/flow/run.sh <==
#!/bin/bash
# OpenROAD 26Q1-2900-gdf79404cd8, Yosys 0.63+post, stock flow scripts
make -C /OpenROAD-flow-scripts/flow DESIGN_CONFIG=/design/flow/config.mk WORK_HOME=/design/flow/orfs finish
==> design/flow/config.mk <==
export PLATFORM = sky130hd
export DESIGN_NAME = Vga
export DESIGN_NICKNAME = Vga
export VERILOG_FILES = /design/flow/design.v
export SDC_FILE = /design/flow/constraint.sdc
export NUM_CORES = 4
export LEC_CHECK = 1
export CORE_UTILIZATION = 30
==> design/flow/constraint.sdc <==
current_design Vga

set clk_period 1.1
set clk_io_pct 0.2

create_clock -name clk0 -period $clk_period [get_ports {clk}]

set non_clock_inputs [all_inputs -no_clocks]
set_input_delay [expr $clk_period * $clk_io_pct] -clock clk0 $non_clock_inputs
set_output_delay [expr $clk_period * $clk_io_pct] -clock clk0 [all_outputs]
==> Changelog: implementation <==
### Implementation results

- Clock latency on the worst-skew pair: between 0.2 and 0.25 ns
- Die width: between 90 and 100 um
- Async SR Flop Fraction: 92.0%
- Register pins left without a clock: 46
- Antenna violations before repair: 0
- Finished Layout Cells: between 300 and 400
- Gates resized, CTS repair: 0
- Top cells by area: dfrtp_1 (43%), nor2_1 (4.0%), xnor2_1 (3.8%)
- DR DRC count: 0
- Synth top area share: 43.1%
- Count of pins over their slew limit: 0
- Critical Path RT: around 1.2 ns
- Sw power: between 100 and 150 uW
- Hold/Removal Path Class: primary input to async pin
- CP Data Arrival Time: 1.00 ns
- Log Warnings: 29
- Max-cap violations: 0
- CTS H-Tree Depth: 1
- Syn Std Cell Area: 2550 um2
- FP Util: a little under a third
- DRT antenna net count: 0
- Root Buffer: clkbuf_8
- Mapped Avg Cell Area: 9.75 um2
- N_diodes: 0
- Vias: 1821
- Commonest flop: dfrtp_1
- Worst-Margin Slew: 0.860 ns
- Critical Path Fanout Max: 2
- Setup crit end kind: register
- Max IR drop VDD: 234 uV
- Number of hold-repair buffers added at the cts stage: 1
- Clk pwr share: approximately three fifths
- Grt ovf: 0
- Postcts setup bufs: 0
- DP HPWL: 3.16 mm
- Wire per inst: 12.0 um
- Row Count: 33
- Largest area contributor in the netlist: dfrtp_1
- EDFF count, synth: 0
- Wirelength, routed: about 4.5 mm
- Final Power: 499 uW
- Mapped Cells: 262
- Fin crit share: 83.4%
- Clock Pin Slew Worst Setup and Hold Paths: 0.03 ns
- Seq cells post-synth: 50
- First-pass GRT wire length: 7.72 mm
- Setup Crit Path Kind: register to register
- Minimum clock period after layout: 0.917 ns
- Final Instance Area: 2780 um2
- Combinational power share: under 10%
- Crit-path max cell delay: about 0.37 ns
- CTS Buf Count: 3
- Status: finished, final reports clean
- DR iter-0 viols: 83
- DR vias/cell: roughly 4.9
- I/O pins: 12
- Largest net degree at the start of global routing: 43
- CTS tree: built
- # Cells Yosys: 262
- Total negative slack: 0 ns
- Slew margin rel.: about two fifths
- Int Power: between 300 and 400 uW
- Area delta synth->final: 8.82%
- DRT Pass-1 Iters: 4
- Endpoints left unconstrained: 56
- CP bufs+invs: 0
- CTS Buffer Depth: 2
- Share of post-route cells with drive strength above 1: under 10%
- GPL Wtd Cong: 0.854
- CP Launch Type: register
- Fmax: 1090 MHz
- Reg power frac: 30.6%
- Final setup fails: 0
- Critical path's slowest cell: dfrtp_1
- Yosys stat chip area: 2550 um2
- Fillers: 824
- Core ar.: 8220 um2
- Power Density: 179 nW/um2
- Hold Fails Final Rpt: 0
- Synthesis Warnings: 5
- Switching part of the total: approximately 22%
- Die H: 94.3 um
- Chip Footprint: 8880 um2
- All-Layer GR Usage: 11.1%
- Cell Chain, Critical Path: ha_1, a21boi_0
- Leak pwr: 1.18 nW
- Placed instance area: 2730 um2
- Synth unique cells: 55
- RSZ-0062 raised after global routing: no
- Delay-heaviest family, CP: flip-flops
- Number of global-route vias before repair: 1639
- Dpl cells: about 370
- Clk_skew: 0.00290 ns
- # port buffers: 11
layout make-up:
class	count	area, um2	area share [%]
timing repair buffer	15	138	4.95
inverter	8	30.0	1.08
tap	105	131	4.73
sequential	50	1210	43.7
clock buffer	3	41.3	1.49
multi-input combinational	194	1220	44.1
layer usage:
| metal | up-vias | track usage, % | part of all wire, % |
|---|---|---|---|
| met5 | - | 0 | 0 |
| met2 | 21 | 15.9 | 42 |
| li1 | 938 | - | - |
| met1 | 860 | 18.1 | 54 |
| met3 | 2 | 1.98 | 3.1 |
| met4 | 0 | 1.67 | 1.2 |
flip-flops by register name, summed over array words and instances (netlist names), 3 cells and up:
name	flops
DUT.c1.count_ff	3
a.v_count_ff	10
a.h_count_ff	10
a.y_ff	9
cells in the mapped netlist, types with 3 or more instances:
cell / count
o21ai_0: 14
nor2b_1: 5
nor3_1: 10
nor2_1: 27
dlxtn_1: 4
nor4_1: 4
clkbuf_1: 5
xor2_1: 9
or3_1: 4
nand2_1: 22
xnor2_1: 11
o211ai_1: 3
dfrtp_1: 44
a21oi_1: 11
ha_1: 7
nand4_1: 9
inv_1: 8
nand2b_1: 4
nand3_1: 15
worst register-to-register path, stage by stage (launching register included):
cell      delay (ns)
dfrtp_1         0.37
ha_1            0.29
a21boi_0        0.12
placed cells by master (no fill, tap or decap), types with 3 or more instances in the layout:
cell type        instances
clkdlybuf4s50_1         10
xnor2_1                 11
nor2b_1                  5
nor4_1                   4
inv_1                    8
xor2_1                   9
nand4_1                  9
nand2_1                 22
a21oi_1                 11
o21ai_0                 14
o211ai_1                 3
clkbuf_8                 3
conb_1                   4
dlxtn_1                  4
dfrtp_1                 44
nor3_1                  10
nor2_1                  27
buf_4                    3
ha_1                     7
nand3_1                 15
or3_1                    4
nand2b_1                 4
power by group through the flow:
stage | clock network (mW) | registers [mW] | logic (mW)
CTS | 0.315 | 0.152 | 0.0436
global route | 0.328 | 0.152 | 0.0490
finish | 0.307 | 0.152 | 0.0397
path summary, 6_finish.rpt:
check / startpoint / slack [ns] / depth (start not counted) / to
max reg2reg: DUT.c1.count_ff[0]$_DFF_PN0_ / 0.18 / 2 / DUT.c1.count_ff[1]$_DFF_PN0_
min in group clk0: DUT.c1.count_ff[0]$_DFF_PN0_ / 0.43 / 1 / DUT.c1.count_ff[0]$_DFF_PN0_
min reg2reg: DUT.c1.count_ff[0]$_DFF_PN0_ / 0.43 / 1 / DUT.c1.count_ff[0]$_DFF_PN0_
min: rst_ / 0.34 / 2 / DUT.c1.count_ff[0]$_DFF_PN0_
max: DUT.c1.count_ff[0]$_DFF_PN0_ / 0.18 / 2 / DUT.c1.count_ff[1]$_DFF_PN0_
max in group asynchronous: rst_ / 0.64 / 2 / DUT.c1.count_ff[2]$_DFF_PN0_
stage by stage:
stage          util (%)  hold slack [ns]  setup slack (ns)
3_3_place_gp       33.2           0.0273             0.218
5_1_grt            33.8            0.367             0.154
6_report           33.8            0.338             0.183
3_5_place_dp       33.2           0.0325             0.216
4_1_cts            33.8            0.344             0.178
2_1_floorplan         -          -0.0756             0.232
logic make-up after synthesis:
| family | Yosys count | share of synthesized area [%] |
|---|---|---|
| compound gates | 44 | 11.0 |
| xor+xnor | 20 | 6.86 |
| fa+ha+maj | 7 | 3.43 |
| buf+inv | 21 | 4.95 |
| flops | 46 | 45.2 |
| latches | 4 | 2.35 |
| mux | 1 | 0.441 |
| other cells | 1 | 0.147 |
| simple gates | 118 | 25.7 |
Power is estimated from default activity; no workload was simulated.
