==> design/flow/design.v <==
`timescale 1ns/1ns
module counter  ( clk, rst, start,stop, us,zs );
input clk, rst, start, stop;
output [3:0] us;
output [2:0] zs;
reg [3:0] us_ff, us_nxt;
reg [2:0] zs_ff, zs_nxt;
reg F_ff,F_nxt;
assign us =us_ff;
assign zs=zs_ff;
always @ (*) begin 
us_nxt = us_ff;
zs_nxt = zs_ff;
F_nxt= F_ff;
F_nxt=start|F_ff;
if(stop)
	F_nxt=1'b0;
if(F_ff)
 begin us_nxt = us_ff + 1'b1;
		if(us_ff[3]&&us_ff[0])
		   begin us_nxt=1'b0;
				 zs_nxt = zs_ff+1'b1;
		   end
		if((zs_ff[2]&& zs_ff[0])&&us_ff[3]&&us_ff[0])
		   begin zs_nxt=1'b0;
		   end
 end
end
always @ (posedge clk or posedge rst) begin 
      if (rst) begin
      	us_ff <= 4'b0;
		zs_ff <= 3'b0;
		F_ff <= 1'b0;
      end 
      else begin
           us_ff <= us_nxt;
		   zs_ff <= zs_nxt;
		   F_ff <= F_nxt;
      end
 end
endmodule
==> design/flow/run.sh <==
#!/bin/bash
# OpenROAD 26Q1-2900-gdf79404cd8, Yosys 0.63+post, stock flow scripts
make -C /OpenROAD-flow-scripts/flow DESIGN_CONFIG=/design/flow/config.mk WORK_HOME=/design/flow/orfs finish
==> design/flow/config.mk <==
export PLATFORM = sky130hd
export DESIGN_NAME = counter
export DESIGN_NICKNAME = counter
export VERILOG_FILES = /design/flow/design.v
export SDC_FILE = /design/flow/constraint.sdc
export NUM_CORES = 4
export LEC_CHECK = 1
export CORE_AREA = 10 10 70 70
export DIE_AREA = 0 0 80 80
==> design/flow/constraint.sdc <==
current_design counter

set clk_period 1.2
set clk_io_pct 0.2

create_clock -name clk0 -period $clk_period [get_ports {clk}]

set non_clock_inputs [all_inputs -no_clocks]
set_input_delay [expr $clk_period * $clk_io_pct] -clock clk0 $non_clock_inputs
set_output_delay [expr $clk_period * $clk_io_pct] -clock clk0 [all_outputs]
==> flow_summary.yaml <==
# generated from flow reports
die:
  chipArea_um2: 6400
  fp_util_pct: 10.81
  boundaryPins: 11
  rows: 21
  core-area_um2: 3416
  fp.dieH_um: 80
  die_w_um: 80
power_and_ir_drop:
  powerDensity_nw_per_um2: 2140
  peakVddDrop_mv: 0.9450
  leakagePower_uw: 0.0002818
synthesis:
  synthTopCellsByCount: "dfrtp_1, nand2_1, o21ai_0, inv_1, nor2_1"
  yosysSeqAreaShare_pct: 54.24
  synth_top_cell_by_count: "dfrtp_1"
  edf_count: 0
  synth_area_um2: 369.1
  ys_dominant_reg_cell: "dfrtp_1"
  top_area_cell: "dfrtp_1"
  synth_cells: 37
  top_area_share_pct: 54.24
  ys_ff: 8
  syn_area_per_cell_um2: 9.976
  yosys_area_um2: 369.1
  synth.area.top_cells: "dfrtp_1, ha_1, nand2_1"
  ys_cells: 37
  yosys_warnings: 1
  synth_cell_types: 15
  async_reset_ff_share_pct: 100.0
global_route:
  grt_pass1_vias: 349
  track_usage_pct: 3.239
  grt_remaining_overflow: 0
  grt_max_degree: 11
  antenna_found_initial: 0
  grt_pass1_wl_mm: 1.649
critical_path:
  start_kind: "flip-flop"
  cp_top_family: "flip-flops"
  required_ns: 0.96
  cpMaxStageDelayCell: "dfrtp_2"
  path_buffers: 1
  cp_max_fo: 2
  cp.arrival_ns: 0.89
  worstSetupPathType: "reg2out"
  path_cells: "dlygate4sd2_1"
  cp.depth: 1
  end_kind: "output port"
  cpPeakStageDelay_ns: 0.39
  reg2regPathDepth: 5
clocking:
  cts.sinks: 8
  path_clk_slew_ns: 0.05
  clk_latency_ns: 0.25
  cts_hold_buffers: 0
  tritoncts: "yes"
  clk_path_buf_depth: 2
  cts_inserted_buffers: 3
  h-tree-depth: 1
  root_buffer: "clkbuf_4"
sta:
  rsz0062_at_grt: "false"
  fin_setup_tns_ns: 0
  fmax_mhz: 888.5
  fin_skew_ns: 0.002305
  slew_headroom_pct: 79.29
  period_used_pct: 93.80
  final_max_slew_viol_count: 0
  tightest_slew_ns: 0.3104
  fin_hold_ws_ns: 0.2366
  post-route-min-period_ns: 1.126
  setup_viol: 0
  hold_viol: 0
  fin_ws_ns: 0.07445
status:
  outcome: "finished clean"
routing:
  wirelength_um: 950
  drc: 0
  wire_per_inst_um: 9.135
  first_pass_iters: 4
  num_antenna_cells: 0
  avgViaCountPerCell: 3.202
  drtAntennaViolNets: 0
  vias: 333
  drtIter0Drc: 11
layout:
  drive_gt1_share_pct: 25.86
  area_growth_pct: 63.73
  fillers: 382
job:
  warning_count: 25
  cap_violations: 0
placed_design:
  dpl.hpwl_um: 704.2
  place_congestion: 0.7343
  pre_cts_slack_ns: 0.03489
  numPortBuffers: 10
hold_path:
  worstHoldPathType: "in2async"
## registers in the layout (all words and copies together) (netlist names)
| register | count |
|---|---|
| F_ff | 1 |
| us_ff | 4 |
| zs_ff | 3 |
## routing by layer
layer,up-vias,global-route usage (%),part of all wire [%]
met5,-,0,0
met4,0,0.1761,0
met3,0,1.932,9.8
met2,13,4.655,40
met1,153,4.265,50
li1,167,-,-
## cell usage in the layout, fill, tap and decap left out, types with 2 or more instances in the layout
cell type,n
clkdlybuf4s50_1,3
dlygate4sd2_1,7
inv_1,3
nand2_1,6
dfrtp_1,7
nand4_1,2
o21ai_1,3
clkbuf_4,3
buf_4,9
nor2_1,3
o21ai_0,3
## power by group
group | internal [µW] | leakage (µW) | switching (µW)
clock | 114 | 0.0000138 | 86.8
sequential | 379 | 0.0000973 | 58.4
combinational | 380 | 0.000171 | 274
## what timing repair did
action                                  in CTS  in global routing
buffers inserted                             6                  0
pin swaps                                    0                  0
endpoints found under the setup margin       7                  1
gates resized                                8                  2
## path summary, 6_finish.rpt
check | from | to | slack (ns)
setup / recovery | us_ff[0]$_DFFE_PP0P_ | us[0] | 0.07
hold / removal | rst | us_ff[2]$_DFFE_PP0P_ | 0.24
setup reg to reg | us_ff[0]$_DFFE_PP0P_ | us_ff[2]$_DFFE_PP0P_ | 0.07
hold reg to reg | zs_ff[2]$_DFFE_PP0P_ | zs_ff[2]$_DFFE_PP0P_ | 0.55
max in group asynchronous | rst | us_ff[0]$_DFFE_PP0P_ | 0.71
min in group clk0 | stop | F_ff$_DFF_PP0_ | 0.52
## area by class of cell
class	instances	area, µm²	area share (%)
inverters	3	11.26	1.863
flip-flops and latches	8	201.4	33.33
well taps	46	57.56	9.524
repair buffers	19	158.9	26.29
multi-input cells	25	152.6	25.26
clock buffers	3	22.52	3.727
## stage by stage
step | util [%] | power [µW] | instance area (µm²) | std cells
6_report | 17.69 | 1293 | 604.3 | 104
4_1_cts | 17.62 | 1299 | 601.8 | 104
2_1_floorplan | - | 666.0 | 369.1 | 37
3_5_place_dp | 15.86 | 1027 | 541.8 | 95
5_1_grt | 17.69 | 1425 | 604.3 | 104
3_3_place_gp | 15.86 | 1007 | 541.8 | 95
## cell families after synthesis
family,share of synthesized area [%]
AOI/OAI and AO/OA,10.51
xor gates and xnor gates,4.747
adders and majority gates,6.779
buffers and inverters,5.085
DFF,54.24
and+or+nand+nor,18.64
No activity file was given, so power comes from the tool's default toggle rates.
